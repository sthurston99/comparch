### flow/config.mk
export PLATFORM = sky130hd
export DESIGN_NAME = cunit
export DESIGN_NICKNAME = cunit
export VERILOG_FILES = /design/flow/design.v
export SDC_FILE = /design/flow/constraint.sdc
export NUM_CORES = 4
export LEC_CHECK = 1
export CORE_UTILIZATION = 40
### flow/constraint.sdc
current_design cunit

set clk_period 9.6
set clk_io_pct 0.2

create_clock -name clk0 -period $clk_period [get_ports {clk}]

set non_clock_inputs [all_inputs -no_clocks]
set_input_delay [expr $clk_period * $clk_io_pct] -clock clk0 $non_clock_inputs
set_output_delay [expr $clk_period * $clk_io_pct] -clock clk0 [all_outputs]
### flow/design.v
module cunit(cword,k,inst,stat,clk,rst);
	output reg [30:0]cword;
	output reg [63:0]k;
	input [31:0]inst;
	input [3:0] stat;
	input clk,rst;
	wire [10:0] op11 = inst[31:21];
	wire  [9:0] op10 = inst[31:22];
	wire  [8:0] op9 = inst[31:23];
	wire  [7:0] op8 = inst[31:24];
	wire  [5:0] op6 = inst[31:26];
	wire [4:0] zero = 5'b11111, link = 5'b11110, scratch = 5'b11101;
	reg[1:0] state = 2'b00;
	reg[5:0] statreg;
	always @ (posedge clk) begin
		statreg <= cword[0] ? {stat, stat[0]} : {statreg[5:1], stat[0]};
		if(state == 2'b00) begin
			case(op11)
				11'b10001011000: cword <= {inst[4:0],inst[9:5],inst[20:16],2'b01,5'b01000,1'bX,1'b0,1'b1,1'b0,1'b0,1'b0,1'b0,1'b1,1'b0};  
				11'b11001011000: cword <= {inst[4:0],inst[9:5],inst[20:16],2'b01,5'b01001,1'bX,1'b0,1'b1,1'b0,1'b0,1'b0,1'b0,1'b1,1'b0};  
				11'b10101011000: cword <= {inst[4:0],inst[9:5],inst[20:16],2'b01,5'b01000,1'bX,1'b0,1'b1,1'b0,1'b0,1'b0,1'b0,1'b1,1'b1};  
				11'b11101011000: cword <= {inst[4:0],inst[9:5],inst[20:16],2'b01,5'b01001,1'bX,1'b0,1'b1,1'b0,1'b0,1'b0,1'b0,1'b1,1'b1};  
				11'b11111000000: {cword,k} <= {5'bX,inst[9:5],inst[4:0],2'b01,5'b01000,1'bX,1'b1,1'b0,1'b0,1'b0,1'b1,1'b1,1'b0,1'b0,{55'b0,inst[20:12]}};  
				11'b11111000010: {cword,k} <= {inst[4:0],inst[9:5],5'bX,2'b01,5'b01000,1'bX,1'b1,1'b0,1'b1,1'b0,1'b0,1'b0,1'b1,1'b0,{55'b0,inst[20:12]}};  
				11'b10111000000: {state,cword,k} <= {2'b01,scratch,inst[9:5],5'bX,2'b00,5'b00100,1'bX,1'b1,1'b1,1'b0,1'b0,1'b0,1'b0,1'b1,1'b0,{32'b0,32'hFFFFFFFF}};  
				11'b10111000010: {state,cword,k} <= {2'b01,scratch,inst[9:5],5'bX,2'b00,5'b01000,1'bX,1'b1,1'b0,1'b1,1'b0,1'b0,1'b0,1'b1,1'b0,{(inst[20] ? {3'b111, 52'hFFFFFFFFFFFFF} : 55'b0),inst[20:12]}};  
				11'b01111000000: {state,cword,k} <= {2'b01,scratch,inst[9:5],5'bX,2'b00,5'b00100,1'bX,1'b1,1'b1,1'b0,1'b0,1'b0,1'b0,1'b1,1'b0,{48'b0,16'hFFFF}};  
				11'b01111000010: {state,cword,k} <= {2'b01,scratch,inst[9:5],5'bX,2'b00,5'b01000,1'bX,1'b1,1'b0,1'b1,1'b0,1'b0,1'b0,1'b1,1'b0,{(inst[20] ? {3'b111, 52'hFFFFFFFFFFFFF} : 55'b0),inst[20:12]}};  
				11'b00111000000: {state,cword,k} <= {2'b01,scratch,inst[9:5],5'bX,2'b00,5'b00100,1'bX,1'b1,1'b1,1'b0,1'b0,1'b0,1'b0,1'b1,1'b0,{56'b0,8'hFF}};  
				11'b00111000010: {state,cword,k} <= {2'b01,scratch,inst[9:5],5'bX,2'b00,5'b01000,1'bX,1'b1,1'b0,1'b1,1'b0,1'b0,1'b0,1'b1,1'b0,{(inst[20] ? {3'b111, 52'hFFFFFFFFFFFFF} : 55'b0),inst[20:12]}};  
				11'b10001010000: cword <= {inst[4:0],inst[9:5],inst[20:16],2'b01,5'b00000,1'bX,1'b0,1'b1,1'b0,1'b0,1'b0,1'b0,1'b1,1'b0};  
				11'b10101010000: cword <= {inst[4:0],inst[9:5],inst[20:16],2'b01,5'b00100,1'bX,1'b0,1'b1,1'b0,1'b0,1'b0,1'b0,1'b1,1'b0};  
				11'b11001010000: cword <= {inst[4:0],inst[9:5],inst[20:16],2'b01,5'b01100,1'bX,1'b0,1'b1,1'b0,1'b0,1'b0,1'b0,1'b1,1'b0};  
				11'b11101010000: cword <= {inst[4:0],inst[9:5],inst[20:16],2'b01,5'b00000,1'bX,1'b0,1'b1,1'b0,1'b0,1'b0,1'b0,1'b1,1'b1};  
				11'b11010011010: cword <= {inst[4:0],inst[9:5],       5'bX,2'b01,5'b10100,1'bX,1'b0,1'b1,1'b0,1'b0,1'b0,1'b0,1'b1,1'b0};  
				11'b11010011011: cword <= {inst[4:0],inst[9:5],       5'bX,2'b01,5'b10000,1'bX,1'b0,1'b1,1'b0,1'b0,1'b0,1'b0,1'b1,1'b0};  
				11'b11010110000: {state,cword} <= {2'b01,5'bX,inst[4:0],5'bX,2'b10,  5'bX,1'b0,1'bx,1'bx,1'bx,1'bx,1'bx,1'bx,1'bx,1'bx};  
			endcase
			case(op10)
				10'b1001000100: {cword,k} <= {inst[4:0],inst[9:5],5'bX,2'b01,5'b01000,1'bX,1'b1,1'b1,1'b0,1'b0,1'b0,1'b0,1'b1,1'b0,{52'b0,inst[21:10]}};  
				10'b1101000100: {cword,k} <= {inst[4:0],inst[9:5],5'bX,2'b01,5'b01001,1'bX,1'b1,1'b1,1'b0,1'b0,1'b0,1'b0,1'b1,1'b0,{52'b0,inst[21:10]}};  
				10'b1011000100: {cword,k} <= {inst[4:0],inst[9:5],5'bX,2'b01,5'b01000,1'bX,1'b1,1'b1,1'b0,1'b0,1'b0,1'b0,1'b1,1'b1,{52'b0,inst[21:10]}};  
				10'b1111000100: {cword,k} <= {inst[4:0],inst[9:5],5'bX,2'b01,5'b01001,1'bX,1'b1,1'b1,1'b0,1'b0,1'b0,1'b0,1'b1,1'b1,{52'b0,inst[21:10]}};  
				10'b1001001000: {cword,k} <= {inst[4:0],inst[9:5],5'bX,2'b01,5'b00000,1'bX,1'b1,1'b1,1'b0,1'b0,1'b0,1'b0,1'b1,1'b0,{52'b0,inst[21:10]}};  
				10'b1011001000: {cword,k} <= {inst[4:0],inst[9:5],5'bX,2'b01,5'b00100,1'bX,1'b1,1'b1,1'b0,1'b0,1'b0,1'b0,1'b1,1'b0,{52'b0,inst[21:10]}};  
				10'b1101001000: {cword,k} <= {inst[4:0],inst[9:5],5'bX,2'b01,5'b01100,1'bX,1'b1,1'b1,1'b0,1'b0,1'b0,1'b0,1'b1,1'b0,{52'b0,inst[21:10]}};  
				10'b1111001000: {cword,k} <= {inst[4:0],inst[9:5],5'bX,2'b01,5'b00000,1'bX,1'b1,1'b1,1'b0,1'b0,1'b0,1'b0,1'b1,1'b1,{52'b0,inst[21:10]}};  
			endcase
			case(op9)
				9'b110100101:;  
				9'b111100101:;  
			endcase
			case(op8)
				8'b10110100: {state,cword} <= {2'b01,5'bx,inst[4:0],zero,2'b00,5'b01000,1'bX,1'bX,1'bX,1'bX,1'bX,1'bX,1'bX,1'bX,1'b1};  
				8'b10110101: {state,cword} <= {2'b01,5'bx,inst[4:0],zero,2'b00,5'b01000,1'bX,1'bX,1'bX,1'bX,1'bX,1'bX,1'bX,1'bX,1'b1};  
				8'b01010100:;  
			endcase
			case(op6)
				6'b000101: {state,cword,k} <= {2'b01,5'bx,5'bx,5'bx,2'b10,5'bx,1'b1,1'bx,1'bx,1'bx,1'bx,1'bx,1'bx,1'bx,1'bx,{38'b0,inst[25:0]}};  
				6'b100101: {state,cword,k} <= {2'b01,link,zero,5'bX,2'b10,5'b00100,1'b1,1'b1,1'b1,1'b0,1'b0,1'b0,1'b0,1'b1,1'bX,{38'b0,inst[25:0]}};  
			endcase
		end else if(state == 2'b01) begin
			case(op11)
				11'b10111000000: {state,cword,k} <= {2'b00,5'bX,scratch,inst[4:0],2'b01,5'b01000,1'bX,1'b1,1'b0,1'b0,1'b0,1'b1,1'b1,1'b0,1'b0,{(inst[20] ? {3'b111, 52'hFFFFFFFFFFFFF} : 55'b0),inst[20:12]}};  
				11'b10111000010: {state,cword,k} <= {2'b00,inst[4:0],scratch,5'bX,2'b01,5'b00100,1'bX,1'b1,1'b0,1'b0,1'b0,1'b0,1'b0,1'b1,1'b0,{32'b0,32'hFFFFFFFF}};  
				11'b01111000000: {state,cword,k} <= {2'b00,5'bX,scratch,inst[4:0],2'b01,5'b01000,1'bX,1'b1,1'b0,1'b0,1'b0,1'b1,1'b1,1'b0,1'b0,{(inst[20] ? {3'b111, 52'hFFFFFFFFFFFFF} : 55'b0),inst[20:12]}};  
				11'b01111000010: {state,cword,k} <= {2'b00,inst[4:0],scratch,5'bX,2'b01,5'b00100,1'bX,1'b1,1'b0,1'b0,1'b0,1'b0,1'b0,1'b1,1'b0,{48'b0,16'hFFFF}};  
				11'b00111000000: {state,cword,k} <= {2'b00,5'bX,scratch,inst[4:0],2'b01,5'b01000,1'bX,1'b1,1'b0,1'b0,1'b0,1'b1,1'b1,1'b0,1'b0,{(inst[20] ? {3'b111, 52'hFFFFFFFFFFFFF} : 55'b0),inst[20:12]}};  
				11'b00111000010: {state,cword,k} <= {2'b00,inst[4:0],scratch,5'bX,2'b01,5'b00100,1'bX,1'b1,1'b0,1'b0,1'b0,1'b0,1'b0,1'b1,1'b0,{56'b0,8'hFF}};  
				11'b11010110000: {state,cword} <= {2'b00,5'bX,5'bX,5'bX,2'b01,5'bX,1'bX,1'bx,1'bx,1'bx,1'bx,1'bx,1'bx,1'bx,1'bx};  
			endcase
			case(op9)
				9'b111100101:;  
			endcase
			case(op8)
				8'b10110100: {state,cword,k} <= ~statreg[0] ? {2'b10,5'bx,5'bx,5'bx,2'b10,5'bx,1'b1,1'bX,1'bX,1'bX,1'bX,1'bX,1'bX,1'bX,1'bX,{45'b0,inst[23:5]}} : {2'b10,31'bX,64'bX};  
				8'b10110101: {state,cword,k} <= statreg [0] ? {2'b10,5'bx,5'bx,5'bx,2'b10,5'bx,1'b1,1'bX,1'bX,1'bX,1'bX,1'bX,1'bX,1'bX,1'bX,{45'b0,inst[23:5]}} : {2'b10,31'bX,64'bX};  
				8'b01010100:;  
			endcase
			case(op6)
				6'b000101: {state,cword} <= {2'b00,5'bx,5'bx,5'bx,2'b01,5'bx,1'bX,1'bX,1'bX,1'bX,1'bX,1'bX,1'bX,1'bX,1'bX};  
				6'b100101: {state,cword} <= {2'b00,5'bx,5'bx,5'bx,2'b01,5'bx,1'bX,1'bX,1'bX,1'bX,1'bX,1'bX,1'bX,1'bX,1'bX};  
			endcase
		end else if(state == 2'b10) begin
			case(op8)
				8'b10110100: {state,cword} <= {2'b00,5'bx,5'bx,5'bx,2'b01,5'bx,1'bX,1'bX,1'bX,1'bX,1'bX,1'bX,1'bX,1'bX,1'bX};  
				8'b10110101: {state,cword} <= {2'b00,5'bx,5'bx,5'bx,2'b01,5'bx,1'bX,1'bX,1'bX,1'bX,1'bX,1'bX,1'bX,1'bX,1'bX};  
			endcase
		end else begin
		end
	end
endmodule
### flow/run.sh
#!/bin/bash
# OpenROAD 26Q1-2900-gdf79404cd8, Yosys 0.63+post, stock flow scripts
make -C /OpenROAD-flow-scripts/flow DESIGN_CONFIG=/design/flow/config.mk WORK_HOME=/design/flow/orfs finish
==> impl_metrics.json <==
{
  "fmax_ghz": 0.1967,
  "criticalPathCategory": "in2reg",
  "yosys.area.top_type": "edfxtp_1",
  "post_synth_instance_area_um2": 3674,
  "wire_length_of_the_first_global_routing_pass_um": 16280,
  "core.rowCount": 34,
  "place.detailed.hpwl_um": 7570,
  "timing.reg2reg.setup_slack_ps": 6540,
  "critical_path.slowest_cell": "clkdlybuf4s50_1",
  "tightest_slew_ps": 945.1,
  "ys.warnings.count": 1,
  "yosys.stat.chipArea_um2": 3674,
  "fin_crit_ps": 5085,
  "dp.cells": 531,
  "drive_above_1_share_pct": 7.973,
  "multiInputGateArea_um2": 1511,
  "hold_slack_ps": 724.2,
  "vdd_ir_drop_max_v": 0.00007303,
  "hold_violations": 0,
  "number_of_post_cts_setup_repair_buffers": 0,
  "io_pins": 133,
  "ctsHoldBuffers": 0,
  "final_core_util_pct": 56.07,
  "initCoreUtil_pct": 41.72,
  "dominantRegCellSynth": "edfxtp_1",
  "clock_power_share_pct": 42.6,
  "clock_sinks": 58,
  "routed_via_density": 5.883,
  "first_global_vias": 2995,
  "switching_power_uw": 132.0,
  "placed_area_um2": 4711,
  "grt_max_degree": 33,
  "max_cap_violations": 0,
  "insertion_delay_ps": 330,
  "place_worst_setup_slack_ps": 4251,
  "yosysMostFrequentCell": "edfxtp_1",
  "hp-class": "reg2reg",
  "asr_flop_ratio_synth_pct": 0,
  "worstPathCellList": "clkdlybuf4s50_1 -> and3b_1 -> nand2_1 -> o22a_1 -> a32oi_2 -> buf_4",
  "yosysUniqueCellTypes": 61,
  "final.setup.tns_ps": 0,
  "worst_slew_margin_rel_pct": 36.99,
  "yosysCellCount": 357,
  "critical_path_peak_fanout": 21,
  "initialDrtViolationCount": 179,
  "common_cells": "edfxtp_1 (58), buf_4 (41), nand2_1 (35), clkbuf_1 (18), nand3_1 (18)",
  "area.growth.synth_to_final_pct": 34.40,
  "detail_route.antenna_diodes": 0,
  "final.setup_skew_ps": 5.586,
  "post-route-drc-count": 24,
  "grt-ovfl-total": 0,
  "cts_root_buf": "clkbuf_8",
  "synth_area_per_cell_um2": 10.29,
  "cts_max_level": 3,
  "yosys_register_bits": 58,
  "drt-pass1-iter-count": 50,
  "p_sw_share_pct": 22.55,
  "core-area_um2": 8806,
  "power.leakage_nw": 1.720,
  "cp.required_ps": 9630,
  "postSynthCellCount": 357,
  "number_of_input_and_output_port_buffers_inserted": 125,
  "power.share.sequential_pct": 47.9,
  "final-max-slew-violation-count": 0,
  "postCtsResizedCells": 0,
  "crit_path_end_kind": "register",
  "p_total_uw": 585.3,
  "routed_wirelength_um": 10400,
  "grt_usage_pct": 22.62,
  "cts_buffers": 9,
  "synth-edff-count": 58,
  "internal-power_uw": 453.3,
  "status": "finished with violations",
  "timing.critical_path.from_type": "input pin",
  "postRouteAntennaNets": 0,
  "layoutNonFillerInstCount": 547,
  "report.final.setup_viol": 0,
  "arrival_ps": 5120,
  "tritoncts_clock_tree": "built",
  "fillcell_total": 753,
  "fin_ws_ps": 4515,
  "seq_area_frac_synth_pct": 47.41,
  "path_buffers": 2,
  "final_cell_area_excluding_filler_cells_um2": 4937,
  "final.period_utilization_pct": 52.97,
  "total_power_divided_by_cell_area_nw_per_um2": 118.6,
  "slowest_delay_ps": 970,
  "violations_in_the_final_reports": "design-rule violations",
  "grt_setup_unrepaired": "no",
  "die-area_um2": 9571,
  "grt_antenna_before_repair": 0,
  "detailroute.via_count": 3218,
  "routedWlPerCell_um": 19.01,
  "globalplace.congestion": 0.9130,
  "die_width_um": 97.83,
  "ff_latch_area_um2": 1742,
  "worst_path_dominant_cell_family": "buffers and inverters",
  "die.size.y_um": 97.83,
  "clk_path_buf_depth": 2,
  "cts.clk_slew.worst_paths_ps": 70,
  "netlist.area_leader.share_pct": 47.41,
  "ys_top_cells_by_area": "edfxtp_1 (47%), buf_4 (8.4%), o221ai_1 (3.8%)",
  "combPwrFrac_pct": 9.5,
  "warnings": 30
}
==> layout by cell type, fill, tap and decap left out, types with 3 or more instances in the layout <==
cell,instances
nand4_1,9
nand3_1,18
o2111ai_1,3
a222oi_1,3
and2_1,3
inv_1,6
o221ai_1,16
a21o_1,13
buf_4,6
edfxtp_1,58
a221o_1,13
clkbuf_8,9
clkdlybuf4s50_1,125
o21ai_0,10
a31oi_1,4
o21ai_1,4
nor2b_1,5
nor2_1,14
nor3_1,6
nand2_1,35
nor3_2,3
and3b_1,3
clkinv_4,3
nand2b_1,4
a21oi_1,12
==> power groups by stage <==
stage     Sequential [mW]  Clock, mW  Combinational (mW)
4_1_cts             0.280      0.254              0.0551
5_1_grt             0.281      0.268              0.0596
6_report            0.280      0.249              0.0556
==> sequential cells by signal (all words and copies together) (netlist names) <==
signal and flops:
cword 28, state 2, k 28
==> cell type report <==
class,instances,area share [%]
timing repair buffer,131,26.25
multi-input combinational,227,30.61
tap,108,2.737
clock buffer,9,2.509
inverter,7,0.5322
clock inverter,7,2.078
sequential,58,35.28
==> final timing paths <==
| path | from | to | cells after the start |
|---|---|---|---|
| worst min-delay path | state[1]$_SDFFCE_PP0P_ | cword[14]$_DFFE_PP_ | 2 |
| worst max-delay path | inst[31] | cword[8]$_DFFE_PP_ | 6 |
| worst min register to register | state[1]$_SDFFCE_PP0P_ | cword[14]$_DFFE_PP_ | 2 |
| worst max register to register | state[0]$_SDFFCE_PP1P_ | k[3]$_DFFE_PP_ | 7 |
==> routing by layer <==
layer | global-route usage [%] | wire length (um) | vias to the layer above
met1 | 36.09 | 4705 | 1530
met4 | 3.846 | 184 | 0
met3 | 5.814 | 892 | 14
li1 | - | - | 1512
met2 | 33.48 | 4615 | 162
met5 | 0 | 0 | -
==> worst min-delay path, stage by stage (launching register included) <==
cell      delay [ps]
edfxtp_1         450
inv_1            100
nand2_1           70
==> kinds of logic (layout without fill, tap and decap cells) <==
group	count (synthesis)	count (layout)	synth area share (%)
xor gates and xnor gates	1	1	0.2385
muxes	2	2	0.5450
other	1	2	0.1021
AOI/OAI and AO/OA	103	103	21.59
and+or+nand+nor	119	119	18.26
buffers and inverters	73	154	11.85
DFF	58	58	47.41
No activity file was given, so power comes from the tool's default toggle rates.
