`run.sh`:
```
#!/bin/bash
# OpenROAD 26Q1-2900-gdf79404cd8, Yosys 0.63+post, stock flow scripts
make -C /OpenROAD-flow-scripts/flow DESIGN_CONFIG=/design/flow/config.mk WORK_HOME=/design/flow/orfs finish
```
`config.mk`:
```
export PLATFORM = sky130hd
export DESIGN_NAME = datapath_legv8
export DESIGN_NICKNAME = datapath_legv8
export VERILOG_FILES = /design/flow/design.v
export SDC_FILE = /design/flow/constraint.sdc
export NUM_CORES = 4
export LEC_CHECK = 1
export CORE_UTILIZATION = 50
export SYNTH_MEMORY_MAX_BITS = 65536
```
`constraint.sdc`:
```
current_design datapath_legv8

set clk_period 1261.0
set clk_io_pct 0.2

create_clock -name clk0 -period $clk_period [get_ports {clk}]

set non_clock_inputs [all_inputs -no_clocks]
set_input_delay [expr $clk_period * $clk_io_pct] -clock clk0 $non_clock_inputs
set_output_delay [expr $clk_period * $clk_io_pct] -clock clk0 [all_outputs]
```
`design.v`:
```
module adder_64(A, B, Cin, S, Cout);
	input [63:0] A, B;
	input Cin;
	output [63:0] S;
	output Cout;
	assign {Cout, S} = A + B + Cin;
endmodule
module alu_legv8(A, B, FS, C0, F, status);
	input [63:0] A, B;
	input [4:0] FS;
	input C0;
	output [63:0] F;
	output [3:0] status;  
	wire Z, N, C, V;
	assign status = {V, C, N, Z};
	wire [63:0] A_sig, B_sig;
	assign A_sig = FS[1] ? ~A : A;
	assign B_sig = FS[0] ? ~B : B;
	assign N = F[63];
	assign Z = (F == 64'b0) ? 1'b1 : 1'b0;
	assign V = ~(A_sig[63] ^ B_sig[63]) & (F[63] ^ A_sig[63]);
	wire [63:0] and_o, or_o, xor_o, add_o, lshift, rshift;
	assign and_o = A_sig & B_sig;
	assign or_o = A_sig | B_sig;
	assign xor_o = A_sig ^ B_sig;
	adder_64 adder (A_sig, B_sig, C0, add_o, C);
	shifter_64 shifter (A, B[5:0], lshift, rshift);
	mux_8to1_64 mux (F, FS[4:2], and_o, or_o, add_o, xor_o, lshift, rshift, 64'b0, 64'b0);
endmodule
module datapath_legv8(
	input [4:0] DA, SA, SB, FS,
	input W_reg, W_ram, c_out, B_sel, B_en, ram_en, alu_en, D_en, clk, rst,
	input [63:0] k,
	input [7:0] addr,
	output [3:0] stat,
	output [63:0] f,
	output [15:0] r0, r1, r2, r3, r4, r5, r6, r7
	);
	wire [63:0] A_bus, B_bus, D_bus, mux_alu, D_ram;
	regfile_32x64 regfile (A_bus, B_bus, SA, SB, W_reg, D_bus, DA, rst, clk, r0, r1, r2, r3, r4, r5, r6, r7);
	mux_2to1_64 B_mux (mux_alu, B_sel, B_bus, k);
	prog_cnt PC (clk, rst, PC_sel, PC_in, PC_out);
	tsb_64 muxbuf (B_bus, D_bus, B_en);
	alu_legv8 alu (A_bus, mux_alu, FS, c_out, f, stat);
	tsb_64 t_alu (f, D_bus, alu_en);
	tsb_64 t_ram (f, addr, ram_en);
	tsb_64 t_data (D_ram, D_bus, D_en);
	ram_256x64 ram (addr, clk, W_ram, D_bus, D_ram);
endmodule
module decoder_5to32(o, i);
	input [4:0]i;  
	output [31:0]o;  
	assign o[0] = ~i[4]&~i[3]&~i[2]&~i[1]&~i[0];
	assign o[1] = ~i[4]&~i[3]&~i[2]&~i[1]& i[0];
	assign o[2] = ~i[4]&~i[3]&~i[2]& i[1]&~i[0];
	assign o[3] = ~i[4]&~i[3]&~i[2]& i[1]& i[0];
	assign o[4] = ~i[4]&~i[3]& i[2]&~i[1]&~i[0];
	assign o[5] = ~i[4]&~i[3]& i[2]&~i[1]& i[0];
	assign o[6] = ~i[4]&~i[3]& i[2]& i[1]&~i[0];
	assign o[7] = ~i[4]&~i[3]& i[2]& i[1]& i[0];
	assign o[8] = ~i[4]& i[3]&~i[2]&~i[1]&~i[0];
	assign o[9] = ~i[4]& i[3]&~i[2]&~i[1]& i[0];
	assign o[10]= ~i[4]& i[3]&~i[2]& i[1]&~i[0];
	assign o[11]= ~i[4]& i[3]&~i[2]& i[1]& i[0];
	assign o[12]= ~i[4]& i[3]& i[2]&~i[1]&~i[0];
	assign o[13]= ~i[4]& i[3]& i[2]&~i[1]& i[0];
	assign o[14]= ~i[4]& i[3]& i[2]& i[1]&~i[0];
	assign o[15]= ~i[4]& i[3]& i[2]& i[1]& i[0];	
	assign o[16]=  i[4]&~i[3]&~i[2]&~i[1]&~i[0];
	assign o[17]=  i[4]&~i[3]&~i[2]&~i[1]& i[0];
	assign o[18]=  i[4]&~i[3]&~i[2]& i[1]&~i[0];
	assign o[19]=  i[4]&~i[3]&~i[2]& i[1]& i[0];
	assign o[20]=  i[4]&~i[3]& i[2]&~i[1]&~i[0];
	assign o[21]=  i[4]&~i[3]& i[2]&~i[1]& i[0];
	assign o[22]=  i[4]&~i[3]& i[2]& i[1]&~i[0];
	assign o[23]=  i[4]&~i[3]& i[2]& i[1]& i[0];
	assign o[24]=  i[4]& i[3]&~i[2]&~i[1]&~i[0];
	assign o[25]=  i[4]& i[3]&~i[2]&~i[1]& i[0];
	assign o[26]=  i[4]& i[3]&~i[2]& i[1]&~i[0];
	assign o[27]=  i[4]& i[3]&~i[2]& i[1]& i[0];
	assign o[28]=  i[4]& i[3]& i[2]&~i[1]&~i[0];
	assign o[29]=  i[4]& i[3]& i[2]&~i[1]& i[0];
	assign o[30]=  i[4]& i[3]& i[2]& i[1]&~i[0];
	assign o[31]=  i[4]& i[3]& i[2]& i[1]& i[0];
endmodule
module inst_reg (clk, rst, ld, in, out);
	input clk, rst, ld;
	parameter n = 16;
	input [n-1:0] in;
	output reg [n-1:0] out;
	initial begin
		out <= 16'b0;
	end
	always @(posedge clk or posedge rst) begin
		if (rst) begin
			out <= 16'b0;
		end
		else begin
			if(ld) out <= in;
		end
	end
endmodule
module mux_2to1_64(o, s, i0, i1);
	input s;
	input [63:0] i0, i1;
	output [63:0] o;
	assign o = s ? i1 : i0;
endmodule
module mux_32to1_64(o, s, i00, i01, i02, i03, i04, i05, i06, i07,
								  i08, i09, i10, i11, i12, i13, i14, i15,
								  i16, i17, i18, i19, i20, i21, i22, i23,
								  i24, i25, i26, i27, i28, i29, i30, i31);
	output reg [63:0] o;
	input [4:0] s;
	input [63:0] i00, i01, i02, i03, i04, i05, i06, i07,
					 i08, i09, i10, i11, i12, i13, i14, i15,
					 i16, i17, i18, i19, i20, i21, i22, i23,
					 i24, i25, i26, i27, i28, i29, i30, i31;
	always @(*) begin
		case(s)
			5'd00 : o <= i00;
			5'd01 : o <= i01;
			5'd02 : o <= i02;
			5'd03 : o <= i03;
			5'd04 : o <= i04;
		   5'd05 : o <= i05;
			5'd06 : o <= i06;
			5'd07 : o <= i07;
			5'd08 : o <= i08;
			5'd09 : o <= i09;
			5'd10 : o <= i10;
			5'd11 : o <= i11;
			5'd12 : o <= i12;
			5'd13 : o <= i13;
			5'd14 : o <= i14;
			5'd15 : o <= i15;
			5'd16 : o <= i16;
			5'd17 : o <= i17;
			5'd18 : o <= i18;
			5'd19 : o <= i19;
			5'd20 : o <= i20;
			5'd21 : o <= i21;
			5'd22 : o <= i22;
			5'd23 : o <= i23;
			5'd24 : o <= i24;
			5'd25 : o <= i25;
			5'd26 : o <= i26;
			5'd27 : o <= i27;
			5'd28 : o <= i28;
			5'd29 : o <= i29;
			5'd30 : o <= i30;
			5'd31 : o <= i31;
		endcase
	end
endmodule
module mux_8to1_64(F, S, i0, i1, i2, i3, i4, i5, i6, i7);
	input [63:0] i0, i1, i2, i3, i4, i5, i6, i7;
	input [2:0] S;
	output [63:0] F;
	assign F = S[2] ? (S[1] ? (S[0] ? i7 : i6) : (S[0] ? i5 : i4))
						 : (S[1] ? (S[0] ? i3 : i2) : (S[0] ? i1 : i0));
endmodule
module prog_cnt(clk, rst, PS, in, PC);
	input clk, rst;
	input [1:0] PS;
	input [15:0] in;
	output [15:0] PC;
	wire PC_ld;
	assign PC_ld = PS[0] | PS[1];
	wire [15:0] data_in, PC_incr, PC_ost;
	inst_reg PC_reg (clk, rst, PC_ld, data_in, PC);
	assign PC_incr = PC + 1;
	assign PC_ost = PC + in;
	assign data_in = PS[0] ? (PS[1] ? PC_ost : PC_incr) : in;
endmodule
module ram_256x64(
	input [7:0] addr,
	input clk, W_en,
	input [63:0] in,
	output reg [63:0] out
	);
	reg [63:0] mem [0:255];
	always @(posedge clk) begin
		if(W_en) begin
			mem[addr] <= in;
		end
	end
	always @(posedge clk) begin
		out <= mem[addr];
	end
endmodule
module reg_64(q, d, en, rst, clk);
	output reg [63:0] q;
	input [63:0] d;
	input en, rst, clk;
	always @(posedge clk or posedge rst) begin
		if(rst) q <= 0;
		else if(en) q <= d;
		else q <= q;
	end
endmodule
module regfile_32x64(
	output [63:0] rdA,
	output [63:0] rdB,
	input [4:0] raA,
	input [4:0] raB,
	input w,
	input [63:0] wd,
	input [4:0] wa,
	input rst,
	input clk,
	output [15:0] test0,
	output [15:0] test1,
	output [15:0] test2,
	output [15:0] test3,
	output [15:0] test4,
	output [15:0] test5,
	output [15:0] test6,
	output [15:0] test7);
	wire [31:0] a;
	wire [31:0] en;
	decoder_5to32 as (a, wa);
	assign en = a & {32{w}};
	wire [63:0] o00, o01, o02, o03, o04, o05, o06, o07;
	wire [63:0] o08, o09, o10, o11, o12, o13, o14, o15;
	wire [63:0] o16, o17, o18, o19, o20, o21, o22, o23;
	wire [63:0] o24, o25, o26, o27, o28, o29, o30, o31;
	reg_64 r00 (o00, wd, en[0], rst, clk);
	reg_64 r01 (o01, wd, en[1], rst, clk);
	reg_64 r02 (o02, wd, en[2], rst, clk);
	reg_64 r03 (o03, wd, en[3], rst, clk);
	reg_64 r04 (o04, wd, en[4], rst, clk);
	reg_64 r05 (o05, wd, en[5], rst, clk);
	reg_64 r06 (o06, wd, en[6], rst, clk);
	reg_64 r07 (o07, wd, en[7], rst, clk);
	reg_64 r08 (o08, wd, en[8], rst, clk);
	reg_64 r09 (o09, wd, en[9], rst, clk);
	reg_64 r10 (o10, wd, en[10], rst, clk);
	reg_64 r11 (o11, wd, en[11], rst, clk);
	reg_64 r12 (o12, wd, en[12], rst, clk);
	reg_64 r13 (o13, wd, en[13], rst, clk);
	reg_64 r14 (o14, wd, en[14], rst, clk);
	reg_64 r15 (o15, wd, en[15], rst, clk);
	reg_64 r16 (o16, wd, en[16], rst, clk);
	reg_64 r17 (o17, wd, en[17], rst, clk);
	reg_64 r18 (o18, wd, en[18], rst, clk);
	reg_64 r19 (o19, wd, en[19], rst, clk);
	reg_64 r20 (o20, wd, en[20], rst, clk);
	reg_64 r21 (o21, wd, en[21], rst, clk);
	reg_64 r22 (o22, wd, en[22], rst, clk);
	reg_64 r23 (o23, wd, en[23], rst, clk);
	reg_64 r24 (o24, wd, en[24], rst, clk);
	reg_64 r25 (o25, wd, en[25], rst, clk);
	reg_64 r26 (o26, wd, en[26], rst, clk);
	reg_64 r27 (o27, wd, en[27], rst, clk);
	reg_64 r28 (o28, wd, en[28], rst, clk);
	reg_64 r29 (o29, wd, en[29], rst, clk);
	reg_64 r30 (o30, wd, en[30], rst, clk);
	assign o31 = 64'b0;
	mux_32to1_64 mA (rdA, raA, o00, o01, o02, o03, o04, o05, o06, o07,
										o08, o09, o10, o11, o12, o13, o14, o15,
										o16, o17, o18, o19, o20, o21, o22, o23,
										o24, o25, o26, o27, o28, o29, o30, o31);
	mux_32to1_64 mB (rdB, raB, o00, o01, o02, o03, o04, o05, o06, o07,
										o08, o09, o10, o11, o12, o13, o14, o15,
										o16, o17, o18, o19, o20, o21, o22, o23,
										o24, o25, o26, o27, o28, o29, o30, o31);
	assign test0 = o00[15:0];
	assign test1 = o01[15:0];
	assign test2 = o02[15:0];
	assign test3 = o03[15:0];
	assign test4 = o04[15:0];
	assign test5 = o05[15:0];
	assign test6 = o06[15:0];
	assign test7 = o07[15:0];
endmodule
module shifter_64(A, shift_amount, L, R);
	input [63:0] A;
	input [5:0] shift_amount;
	output [63:0] L, R;
	assign L = A << shift_amount;
	assign R = A >> shift_amount;
endmodule
module tsb_64(
	input [63:0] in,
	output [63:0] out,
	input en
	);
	assign out = en ? in : 64'bz;
endmodule
```
==> run notes <==
The flow did not finish. Halt point of the flow: synthesis (1_2_yosys). The first error in the log reads "ERROR: Found 64 problems in 'check -assert'". The number of distinct standard cells referenced by the synthesized netlist came out at 98.

Main flop type after synthesis: edfxtp_1. Sorting the synthesis cell report by count puts at the top edfxtp_1. The synthesis report lists the most area-consuming cells as edfxtp_1 (68%), mux4_2 (16%), dfrtp_1 (6.8%). For this run, the number of Yosys warnings is 12.

The run gives 16400 for the number of enable-type register cells in the synthesized netlist. Looking at area per cell type in the netlist, the leader is edfxtp_1. For this run, asynchronously set or reset flops after synthesis account for 10.8%. Yosys stat counts 36100 cells in the synthesized netlist. The fraction of the yosys area taken by sequential cells was 74.6%.

Per the synth log, the flip-flop and latch total comes to 18400. In the synthesis report, Yosys lists the chip area as 0.727 mm^2. After synthesis, the largest area contributor takes up 67.6% of total cell area. Yosys reports that the most numerous cell types are edfxtp_1 (16400), mux4_2 (5312), nand2_1 (2699).
[cell families after synthesis]
group | Yosys count | synth area share [%]
AND-OR/OR-AND | 3885 | 3.28
XOR/XNOR | 191 | 0.230
adder cells (fa/ha/maj) | 130 | 0.226
buffers and inverters | 2863 | 1.56
flip-flops | 18400 | 74.6
multiplexers | 5688 | 17.0
AND/OR/NAND/NOR | 4959 | 3.07
