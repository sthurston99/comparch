`flow/design.v`:
```
`timescale 1ns/1ns
module regfile_4x16
	(input clk,
	 input w,
	 input [2:0] wa,
	 input [15:0] wd,
	 input [2:0] raA,
	 output [15:0] rdA,
	 input [2:0] raB,
	 output [15:0] rdB);
	reg [15:0] r0, r1, r2, r3;
	assign rdA = raA == 0 ? r0 :
					 raA == 1 ? r1 :
					 raA == 2 ? r2 :
					 raA == 3 ? r3 : 0;
	assign rdB = raB == 0 ? r0 :
					 raB == 1 ? r1 :
					 raB == 2 ? r2 :
					 raB == 3 ? r3 : 0;
	always @(posedge clk) begin
		if(w)
			case(wa)
				0: r0 <= wd;
				1: r1 <= wd;
				2: r2 <= wd;
				3: r3 <= wd;
			endcase
	end
endmodule
```
`flow/run.sh`:
```
#!/bin/bash
# OpenROAD 26Q1-2900-gdf79404cd8, Yosys 0.63+post, stock flow scripts
make -C /OpenROAD-flow-scripts/flow DESIGN_CONFIG=/design/flow/config.mk WORK_HOME=/design/flow/orfs finish
```
`flow/constraint.sdc`:
```
current_design regfile_4x16

set clk_period 3.4
set clk_io_pct 0.2

create_clock -name clk0 -period $clk_period [get_ports {clk}]

set non_clock_inputs [all_inputs -no_clocks]
set_input_delay [expr $clk_period * $clk_io_pct] -clock clk0 $non_clock_inputs
set_output_delay [expr $clk_period * $clk_io_pct] -clock clk0 [all_outputs]
```
`flow/config.mk`:
```
export PLATFORM = sky130hd
export DESIGN_NAME = regfile_4x16
export DESIGN_NICKNAME = regfile_4x16
export VERILOG_FILES = /design/flow/design.v
export SDC_FILE = /design/flow/constraint.sdc
export NUM_CORES = 4
export LEC_CHECK = 1
export CORE_UTILIZATION = 50
```
==> flow_metrics.env <==
# source this file to load flow results
export IMPL_peakVddDrop_mv=0.320
export IMPL_tns_ns=0
export IMPL_diodes=0
export IMPL_status="finished, final reports clean"
export IMPL_grt_pass1_wl_um=9630
export IMPL_core_area_mm2=0.00561
export IMPL_ys_seq_frac=0.647
export IMPL_pwr_density_cell_mw_per_mm2=446
export IMPL_finalSetupViolations=0
export IMPL_switchingPower_uw=348
export IMPL_rsz0062_at_grt="false"
export IMPL_synthTopCellsByCount="edfxtp_1 (64), mux2i_1 (64), o22ai_1 (32)"
export IMPL_max_freq_mhz=323
export IMPL_synth_chip_area_mm2=0.00297
export IMPL_die_y_um=79.1
export IMPL_path_delay_family="buffers and inverters"
export IMPL_p_leak_uw=0.00141
export IMPL_drt_iter0_markers=51
export IMPL_postCtsSetupRepairBufs=0
export IMPL_postLayoutCoreUtil=0.676
export IMPL_crit_top_cell="clkdlybuf4s50_1"
export IMPL_required_ns=2.72
export IMPL_cap_violations=0
export IMPL_cpMaxStageDelayCell="clkdlybuf4s50_1"
export IMPL_dr_pass1_iters=5
export IMPL_top_area_frac=0.647
export IMPL_hold_slack_ns=0.966
export IMPL_worst_setup_path_type="input port to primary output"
export IMPL_layout_setup_ws_ns=0.306
export IMPL_gp_congestion=0.793
export IMPL_drive_gt1_frac=0.0996
export IMPL_power_frac_comb=0.119
export IMPL_cts_root_buf="clkbuf_8"
export IMPL_viasPerCell=5.83
export IMPL_end_kind="primary output"
export IMPL_cpPeakStageDelay_ns=0.51
export IMPL_grt_pass1_vias=2122
export IMPL_relSlewSlack=0.533
export IMPL_grt_total_usage=0.226
export IMPL_syn_inst=184
export IMPL_hold_buffers=0
export IMPL_mappedNetlistArea_mm2=0.00297
export IMPL_hpwl_um=3680
export IMPL_routed_wl_um=6010
export IMPL_tightest_slew_ns=0.701
export IMPL_startpoint_type="input port"
export IMPL_route_detailed_drc=0
export IMPL_arrival_ns=2.41
export IMPL_gr_total_overflow=0
export IMPL_dieWidth_um=79.1
export IMPL_final_period_utilization=0.910
export IMPL_edf_count=64
export IMPL_numCtsBuffers=9
export IMPL_ys_types=13
export IMPL_avgSynthCellArea_um2=16.1
export IMPL_dp_cells=307
export IMPL_cts_resized=0
export IMPL_path_buffers=2
export IMPL_clockPowerShare=0.344
export IMPL_grt_max_degree=33
export IMPL_syn2layout_area_growth_pct=27.7
export IMPL_layout_cells_non_filler=323
export IMPL_clk_pin_slew_ns=0.07
export IMPL_antenna_found_initial=0
export IMPL_antenna_left=0
export IMPL_place_ws_ns=0.322
export IMPL_seqPwrFrac=0.536
export IMPL_yosysTopAreaCell="edfxtp_1"
export IMPL_num_rows=27
export IMPL_wl_per_cell_um=18.6
export IMPL_port_buffers=58
export IMPL_dieArea_mm2=0.00625
export IMPL_vias=1882
export IMPL_h_tree_depth=3
export IMPL_p_sw_frac=0.206
export IMPL_hp_class="input port to flop"
export IMPL_crit_chain="clkdlybuf4s50_1 > or2_1 > o22ai_1 > clkdlybuf4s50_1"
export IMPL_final_max_slew_violation_count=0
export IMPL_clockBufferDepth=2
export IMPL_hold_viol_final=0
export IMPL_warnings=26
export IMPL_synth_warnings=1
export IMPL_synthArstFlopShare=0
export IMPL_fin_crit_ns=3.09
export IMPL_topCellsByArea="edfxtp_1 (65%), mux2i_1 (22%), o22ai_1 (6.7%)"
export IMPL_io_pins=59
export IMPL_flop_cell="edfxtp_1"
export IMPL_cts_sinks=64
export IMPL_fp_util=0.530
export IMPL_critPathMaxFanout=16
export IMPL_cts_tree="yes"
export IMPL_p_int_uw=1340
export IMPL_ys_cells=184
export IMPL_synth_seq_cells=64
==> through the flow <==
step                instance area (um^2)  total power (uW)
global placement                    3620              1120
detailed placement                  3620              1130
floorplan                           2970              1020
finish                              3790              1690
CTS                                 3790              1700
global route                        3790              1750
==> state kept, by name, summed over array words and instances, names as in the netlist <==
name / cells
r0: 16
r1: 16
r3: 16
r2: 16
==> cells by family after synthesis <==
group,count (synthesis),synth area share
DFF,64,0.647
buffers and inverters,16,0.0484
AOI/OAI and AO/OA,32,0.0674
and+or+nand+nor,8,0.0215
muxes,64,0.216
==> final timing paths <==
path / from / end / slack (ns) / depth (start not counted)
max: raA[2] / rdA[10] / 0.31 / 4
min: wd[0] / r1[0] / 0.97 / 1
==> metal layers <==
metal | routed length [um] | share of wire | up-vias | track usage
met5 | 0 | 0 | - | 0
met4 | 55 | 0.0092 | 0 | 0.0327
met3 | 576 | 0.096 | 8 | 0.112
met2 | 3010 | 0.50 | 94 | 0.358
met1 | 2360 | 0.39 | 913 | 0.312
li1 | - | - | 867 | -
==> cells in the final DEF (no fill, tap or decap) <==
master / n
clkbuf_1: 1
bufinv_16: 1
nor4bb_4: 2
edfxtp_1: 64
clkinv_1: 4
o22ai_1: 32
buf_4: 7
clkdlybuf4s50_1: 56
buf_12: 2
and4b_1: 1
mux2i_1: 64
nor4b_2: 1
clkinv_2: 1
clkbuf_8: 9
nand2b_1: 2
buf_2: 2
or2_1: 2
==> area by class of cell <==
| class | instances | area (um^2) |
|---|---|---|
| Sequential cell | 64 | 1920 |
| Tap cell | 72 | 90.1 |
| Clock buffer | 10 | 128 |
| Fill cell | 388 | 1810 |
| Multi-Input combinational cell | 104 | 941 |
| Timing Repair Buffer | 67 | 663 |
| Clock inverter | 6 | 50.0 |
==> power groups by stage <==
| stage | combinational, uW | sequential, uW | clock, uW |
|---|---|---|---|
| 4_1_cts | 204 | 907 | 588 |
| 5_1_grt | 218 | 910 | 625 |
| 6_report | 202 | 907 | 582 |
Power and IR drop assume default switching activity.
